`flow/run.sh`:
```
#!/bin/bash
# OpenROAD 26Q1-2900-gdf79404cd8, Yosys 0.63+post, stock flow scripts
make -C /OpenROAD-flow-scripts/flow DESIGN_CONFIG=/design/flow/config.mk WORK_HOME=/design/flow/orfs finish
```
`flow/config.mk`:
```
export PLATFORM = sky130hd
export DESIGN_NAME = Datapath
export DESIGN_NICKNAME = Datapath
export VERILOG_FILES = /design/flow/design.v
export SDC_FILE = /design/flow/constraint.sdc
export NUM_CORES = 4
export LEC_CHECK = 1
export CORE_AREA = 10 10 141 141
export DIE_AREA = 0 0 151 151
```
`flow/constraint.sdc`:
```
current_design Datapath

set clk_period 4.2
set clk_io_pct 0.2

create_clock -name clk0 -period $clk_period [get_ports {clk}]

set non_clock_inputs [all_inputs -no_clocks]
set_input_delay [expr $clk_period * $clk_io_pct] -clock clk0 $non_clock_inputs
set_output_delay [expr $clk_period * $clk_io_pct] -clock clk0 [all_outputs]
```
`flow/design.v`:
```
`timescale 1ns / 1ps
module Datapath(
    input clk,
    output wire [31:0] pc,
    output wire [31:0] dinstOut,
    output wire ewreg,
    output wire em2reg,
    output wire ewmem,
    output wire ealuimm,
    output wire [3:0] ealuc,
    output wire [4:0] edestReg,
    output wire [31:0] eqa,
    output wire [31:0] eqb,
    output wire [31:0] eimm32,
    output wire mwreg,
    output wire mm2reg, 
    output wire mwmem,
    output wire [4:0] mdestReg,
    output wire [31:0] mr, 
    output wire [31:0] mqb,
    output wire wwreg, 
    output wire wm2reg, 
    output wire [4:0] wdestReg,
    output wire [31:0] wr, 
    output wire [31:0] wdo,
    output wire [31:0] wbData
);
    wire [31:0] nextPc;
    ProgramCounter ProgramCounter(nextPc, clk, pc);
    PcAdder PcAdder(pc, nextPc);
    wire [31:0] instOut;
    InstructionMemory InstructionMemory(pc, instOut);
    IfidPipelineReg IfidPipelineReg(instOut, clk, dinstOut);
    wire [5:0] op = dinstOut[31:26];
    wire [5:0] func = dinstOut[5:0];
    wire wreg;
    wire m2reg;
    wire wmem;
    wire aluimm;
    wire regrt;
    wire [3:0] aluc;
    ControlUnit ControlUnit(op, func, wreg, m2reg, wmem, aluc, aluimm, regrt);
    wire [4:0] rs = dinstOut[25:21];
    wire [4:0] rt = dinstOut[20:16];
    wire [4:0] rd = dinstOut[15:11];
    wire [4:0] destReg;
    RegrtMux RegrtMux(rt, rd, regrt, destReg);
    wire [31:0] qa;
    wire [31:0] qb;
    RegFile RegFile(rs, rt, wdestReg, wbData, wwreg, clk, qa, qb);
    wire [15:0] imm = dinstOut[15:0];
    wire [31:0] imm32;
    ImmediateExtender ImmediateExtender(imm, imm32);
    IDEXEPipelineReg IDEXEPipelineReg(wreg, m2reg, wmem, aluc, aluimm, destReg, qa, qb, imm32, clk, ewreg, em2reg, ewmem, ealuc, ealuimm, edestReg, eqa, eqb, eimm32);
    wire [31:0] b;
    AluMux AluMux(eqb, eimm32, ealuimm, b);
    wire [31:0] r;
    Alu Alu(eqa, b, ealuc, r);
    EXEMEMPipelineReg EXEMEMPipelineReg(ewreg, em2reg, ewmem, edestReg, r, eqb, clk, mwreg, mm2reg, mwmem, mdestReg, mr, mqb);
    wire [31:0] mdo;
    DataMemory DataMemory(mr, mqb, mwmem, clk, mdo);
    MEMWBPipelineReg MEMWBPipelineReg(mwreg, mm2reg, mdestReg, mr, mdo, clk, wwreg, wm2reg, wdestReg, wr, wdo); 
    WbMux WbMux(wr, wdo, wm2reg, wbData);
endmodule
module ProgramCounter(
    input [31:0] nextPc,
    input clk,
    output reg [31:0] pc
);
    initial begin
        pc = 32'd100;   
    end      
    always @(posedge clk)
    begin
        pc = nextPc;
    end
endmodule
module InstructionMemory(
    input [31:0] pc,
    output reg [31:0] instOut
);
    reg[31:0] memory[63:0];
    initial begin
        memory[25] <= {6'b100011, 5'b00001, 5'b00010, 5'b00000, 5'b00000, 6'b000000};
        memory[26] <= {6'b100011, 5'b00001, 5'b00011, 5'b00000, 5'b00000, 6'b000100};
    end
    always @(*)
    begin
        instOut = memory[pc[7:2]];
    end
endmodule
module PcAdder(
    input [31:0] pc,
    output reg [31:0] nextPc
);
    always @(*)
    begin
        nextPc = pc + 4;
    end
endmodule
module IfidPipelineReg(
    input [31:0]instOut,
    input clk,
    output reg [31:0] dinstOut
); 
    always @(posedge clk)
    begin
        dinstOut <= instOut;
    end
endmodule
module ControlUnit(
    input [5:0] op, 
    input [5:0] func,
    output reg wreg, 
    output reg m2reg, 
    output reg wmem, 
    output reg [3:0] aluc, 
    output reg aluimm, 
    output reg regrt
);
    always @(*)
    begin
        case(op)
            6'b000000:  
            begin
                wreg = 1'b1;
                m2reg = 1'b0;
                wmem = 1'b0;
                aluimm = 1'b0;
                regrt = 1'b0;
                case(func)
                    6'b100000:  
                    begin
                        aluc = 4'b0010;
                    end
                    6'b100010:  
                    begin
                        aluc = 4'b0110;
                    end
                endcase
            end
            6'b100011:  
            begin
                wreg   = 1'b1;
                m2reg  = 1'b1;
                wmem   = 1'b0;
                aluc   = 4'b0010;
                aluimm = 1'b1;
                regrt  = 1'b1;
            end
        endcase
    end
endmodule    
module RegrtMux(
    input [4:0] rt,
    input [4:0] rd,
    input regrt,
    output reg [4:0] destReg
);
    always @(*)
    begin
        if(regrt == 0) begin
            destReg = rd;
        end
        else begin
            destReg = rt;
        end
    end
endmodule
module RegFile(
    input [4:0] rs,
    input [4:0] rt,
    input [4:0] wdestReg,
    input [31:0] wbData,
    input wwreg,
    input clk,
    output reg [31:0] qa,
    output reg [31:0] qb
);
    reg [31:0] registers[0:31];
    integer i; 
    initial begin
        for(i = 0; i < 32; i = i + 1) 
        begin
            registers[i] = 32'b0;
        end
    end
    always @(*)
    begin
        qa = registers[rs];
        qb = registers[rt];
    end
    always @(negedge clk)
    begin
        if (wwreg == 1)
            registers[wdestReg] = wbData;
    end
endmodule
module ImmediateExtender(
    input [15:0] imm,
    output reg [31:0] imm32
);
    always @(*)
    begin
        imm32 = {{16{imm[15]}}, imm};
    end
endmodule
module IDEXEPipelineReg(
    input wreg,
    input m2reg,
    input wmem,
    input [3:0] aluc,
    input aluimm,
    input [4:0] destReg,
    input [31:0] qa,
    input [31:0] qb,
    input [31:0] imm32,
    input clk,
    output reg ewreg,
    output reg em2reg,
    output reg ewmem,
    output reg [3:0] ealuc,
    output reg ealuimm,
    output reg [4:0] edestReg,
    output reg [31:0] eqa,
    output reg [31:0] eqb,
    output reg [31:0] eimm32
);    
    always @(posedge clk)
    begin
        ewreg = wreg;
        em2reg = m2reg;
        ewmem = wmem;
        ealuc = aluc;
        ealuimm = aluimm;
        edestReg = destReg;
        eqa = qa;
        eqb = qb;
        eimm32 = imm32;
    end
endmodule
module AluMux(
    input [31:0] eqb,
    input [31:0] eimm32,
    input ealuimm,
    output reg [31:0] b
);
    always @(*)
    begin
        if (ealuimm == 0)
            b = eqb;
        else
            b = eimm32;
    end
endmodule    
module Alu(
    input [31:0] eqa,
    input [31:0] b,
    input [3:0] ealuc,
    output reg [31:0] r 
);
    always @(*)
    begin
       case (ealuc)
            4'b0000: 
                r = eqa + b;  
            4'b0001: 
                r = eqa - b;  
            4'b0010: 
                r = eqa & b;  
            4'b0011: 
                r = eqa | b;  
       endcase
    end
endmodule
module EXEMEMPipelineReg(
    input ewreg,
    input em2reg,
    input ewmem,
    input [4:0] edestReg,
    input [31:0] r,
    input [31:0] eqb,
    input clk,
    output reg mwreg,
    output reg mm2reg,
    output reg mwmem,
    output reg [4:0] mdestReg,
    output reg [31:0] mr,
    output reg [31:0] mqb 
);
    always @(posedge clk)
    begin
       mwreg = ewreg;
       mm2reg = em2reg;
       mwmem = ewmem;
       mdestReg = edestReg;
       mr = r;
       mqb = eqb;
    end
endmodule
module DataMemory(
    input [31:0] mr,
    input [31:0] mqb,
    input mwmem,
    input clk,
    output reg [31:0] mdo
);
    reg [31:0] memory[0:31];
    initial begin
        memory[0] = 'hA00000AA;
        memory[1] = 'h10000011;
        memory[2] = 'h20000022;
        memory[3] = 'h30000033;
        memory[4] = 'h40000044;
        memory[5] = 'h50000055;
        memory[6] = 'h60000066;
        memory[7] = 'h70000077;
        memory[8] = 'h80000088;
        memory[9] = 'h90000099; 
     end
    always @(*)
        mdo = memory[mr[7:2]];
    always @(negedge clk)
    begin
        if (mwmem == 1)
        begin
            memory[mr[7:2]] = mqb;
        end
    end
endmodule
module MEMWBPipelineReg (
    input mwreg, 
    input mm2reg,
    input [4:0] mdestReg,
    input [31:0] mr, 
    input [31:0] mdo,
    input clk, 
    output reg wwreg, 
    output reg wm2reg, 
    output reg [4:0] wdestReg,
    output reg [31:0] wr, 
    output reg [31:0] wdo
);
    always @(posedge clk)
    begin
        wwreg    = mwreg;
        wm2reg   = mm2reg;
        wdestReg = mdestReg;
        wr       = mr;
        wdo      = mdo;
    end
endmodule
module WbMux (
    input [31:0] wr,
    input [31:0] wdo,
    input wm2reg,
    output reg [31:0] wbData
);
    always @(*)
    begin
        if (wm2reg == 0)
            wbData = wr;
        else
            wbData = wdo;
    end
endmodule
```
==> metrics.cfg <==
[run_status]
status=complete, no violations

[worst_setup_path]
cp-start-kind=register
ff2ff_setup_slack_ps=1320
cp_cell_sequence=mux2_2
cp-end-kind=register
cp.arrival_ps=3040
slowest_stage=edfxtp_1
max_stage_delay_ps=340
cp_num_buf_inv=0
worst-path-max-fanout=1
cp_top_family=flip-flops
path_class=register to register
cp.required_ps=4360

[global_route]
grt_pass1_vias=2027
grt_max_degree=12
overflow=0
grt_first_pass_wirelength_um=10300
grt_antenna_before_repair=0
track_usage_pct=5.42

[finish]
layout_top_cell=conb_1
mostFrequentLayoutCells=302 x conb_1, 48 x clkdlybuf4s50_1, 36 x dfxtp_1
fillCellCount=1859
synthToLayoutAreaGrowth_pct=-8.60
finalNonFillerCells=700
drive_gt1_share_pct=2.50

[place]
dp_hpwl_um=6940
gp_congestion=0.810
pre_cts_ws_ps=1390
dp.cells=691
portBuffers=48

[synthesis]
synth_flops=38
yosys_warnings=15
ys_cells=435
synthTopCellsByArea=buf_4 63%, dfxtp_1 19%, xnor2_1 5.7%
syn_inst=435
synth.distinct_cells=19
yosys.area.top_type_share_pct=63.2
largest_area_cell=buf_4
seq_area_frac_synth_pct=21.1
yosys_area_um2=3710
syn-cell-area_um2=3710
syn_area_per_cell_um2=8.53

[detailed_routing]
diodes=0
dr.pass1.iters=4
ant_nets=0
drtIter0Drc=27
viasPerCell=2.59
drc=0
wl_per_cell_um=10.8
vias=1810
wirelength_um=7580

[job]
warning_count=27
maxCapViolCount=0

[final_timing]
finalHoldViolCount=0
setup_slack_ps=1320
tightestPinTransition_ps=600
slew_violations=0
fin_tns_setup_ps=0
hold_ws_ps=364
rsz0062_at_grt=false
fin_skew_ps=69.1
finalSetupViolations=0
max-slew-margin-rel_pct=59.7

[floorplanning]
die-area_um2=22800
die_w_um=151
core_util_floorplan_pct=22.2
die_y_um=151
core_area_um2=16700
rows=47
ios=349

[clocking]
clockRootBuffer=clkbuf_16
cts_resized=0
cts_tree=done
path_clk_slew_ps=50
cts_inserted_buffers=5
cts.path.max_buffers=2
clock-sinks=38
cts_setup_buffers=0
htreeDepth=2
clock_latency_ps=340
cts-hold-fix-buffers=0

[power]
irDropWorstVdd_mv=0.128
p_leak_nw=1.66
powerDensity_nw_per_um2=219

[worst_hold_path]
hold_path.class=register to register

[synth_stat cells]
cell	count
nand4_1	9
nor3_1	3
and3_1	2
mux2_2	1
xnor2_1	24
or2_2	1
xor2_1	4
inv_1	6
dfxtp_1	36
conb_1	2
nand4_4	1
ha_1	1
nand3_1	12
nor4_4	2
nor2_1	5
nand2_1	11
edfxtp_1	2
buf_4	312
nor4_2	1
[final timing paths]
kind / cells past startpoint / start / to
worst min-delay path: 0 / EXEMEMPipelineReg.mdestReg[0] / MEMWBPipelineReg.wdestReg[0]
worst max register to register: 1 / RegFile.registers[3][29] / IDEXEPipelineReg.eqb[29]
worst max-delay path: 1 / RegFile.registers[3][29] / IDEXEPipelineReg.eqb[29]
worst min register to register: 0 / EXEMEMPipelineReg.mdestReg[0] / MEMWBPipelineReg.wdestReg[0]
[routing by layer]
layer | up-vias | share of wire [%] | global-route usage, %
met5 | - | 0 | 0
met4 | 0 | 1.4 | 0.818
met3 | 11 | 15 | 2.70
met2 | 164 | 52 | 10.3
met1 | 812 | 32 | 5.17
li1 | 823 | - | -
[power breakdown]
part           switching, mW  internal, mW  total (mW)
Sequential                 0         0.364       0.364
Clock                  0.135         0.221       0.356
Combinational         0.0220             0      0.0220
[flip-flops by register name, indices dropped and copies added (netlist names)]
name and cells:
ProgramCounter.pc 30, RegFile.registers 2, EXEMEMPipelineReg.mdestReg 1, EXEMEMPipelineReg.mqb 1, IDEXEPipelineReg.edestReg 1, IDEXEPipelineReg.eqb 1, IfidPipelineReg.dinstOut 1, MEMWBPipelineReg.wdestReg 1
[cell type report]
cell class                 instances  area (um2)  share of cell area, %
multi-input combinational        379        1690                   49.8
sequential                        38         781                   23.0
timing repair buffer              48         480                   14.2
tap                              220         275                   8.12
clock buffer                       7         133                   3.91
inverter                           5        18.8                  0.554
clock inverter                     3        12.5                  0.369
[stage by stage]
step	utilization (%)	instance area, um2	power, mW
floorplan	-	4830	0.574
global placement	19.4	3250	0.406
detailed placement	19.4	3250	0.404
CTS	20.3	3390	0.761
global route	20.3	3390	0.789
finish	20.3	3390	0.742
[kinds of logic (layout without fill, tap and decap cells)]
kind of cell / count (synthesis) / after routing / synth area share, %
xor+xnor: 28 / 28 / 6.61
other cells: 2 / 302 / 0.203
fa+ha+maj: 1 / 1 / 0.337
mux: 1 / 1 / 0.304
buf+inv: 318 / 63 / 63.8
flops: 38 / 38 / 21.1
simple gates: 47 / 47 / 7.73
Power is estimated from default activity; no workload was simulated.
